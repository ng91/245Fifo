### ./run.sh
#!/bin/bash
# OpenROAD 26Q1-2900-gdf79404cd8, Yosys 0.63+post, stock flow scripts
make -C /OpenROAD-flow-scripts/flow DESIGN_CONFIG=/design/flow/config.mk WORK_HOME=/design/flow/orfs finish
### ./config.mk
export PLATFORM = sky130hd
export DESIGN_NAME = communication
export DESIGN_NICKNAME = communication
export VERILOG_FILES = /design/flow/design.v
export SDC_FILE = /design/flow/constraint.sdc
export NUM_CORES = 4
export LEC_CHECK = 1
export CORE_AREA = 10 10 70 70
export DIE_AREA = 0 0 80 80
### ./constraint.sdc
current_design communication

set clk_period 1.0
set clk_io_pct 0.2

create_clock -name clk0 -period $clk_period [get_ports {clock_in}]

set non_clock_inputs [all_inputs -no_clocks]
set_input_delay [expr $clk_period * $clk_io_pct] -clock clk0 $non_clock_inputs
set_output_delay [expr $clk_period * $clk_io_pct] -clock clk0 [all_outputs]
### ./design.v
module communication(
    input clock_in,
    input txe_n,
    input enable,
    output [7:0]data_out,
    output wr_n
);
assign data_to_send = 1'b1;
wire [7:0]lfsrParallelOut;
reg one = 1'b1;
fifoTx fifoTx0(
    .clock_in(clock_in),
    .txe_n(txe_n),
    .data_out(data_out),
    .wr_n(wr_n),
    .data_in(lfsrParallelOut),
    .clock_out(lfsr_clock),
    .data_to_send(enable),
    .transfer_on(transfer_going)
);
gen_lfsr gen0(
    .clock(lfsr_clock),
    .data(lfsr_data)
);
serPar serPar0(
    .din(lfsr_data),
    .clk(lfsr_clock),
    .sw(one),
    .dout(lfsrParallelOut)
);
endmodule
module serPar(  
    input din,  
    input clk,
    input sw,  
    output [7:0] dout
    );  
wire [7:0] ic;
assign dout = ic;
FFn F0(din, clk, ic[0]),  
F1(ic[0], clk, ic[1]),  
F2(ic[1], clk, ic[2]),  
F3(ic[2], clk, ic[3]),  
F4(ic[3], clk, ic[4]),
F5(ic[4], clk, ic[5]),  
F6(ic[5], clk, ic[6]),  
F7(ic[6], clk, ic[7]);
endmodule
module gen_lfsr(
    input clock,
    output data
);
wire [3:0] ic;
wire din;
wire data;
assign din = ic[3] ^ ic[2];
assign data = ic[3];
FF F0(din, clock, ic[0]),  
F1(ic[0], clock, ic[1]),  
F2(ic[1], clock, ic[2]); 
FF1 F3(ic[2], clock, ic[3]);
endmodule
module FFn(
    input d,
    input c,
    output q
    );
    reg q = 0;
    always @(negedge c)
        begin
        q <= d;
    end
endmodule
module FF(
    input d,
    input c,
    output q
    );
    reg q = 0;
    always @(posedge c)
        begin
        q <= d;
    end
endmodule
module FF1(
    input d,
    input c,
    output q
    );
    reg q = 1;
    always @(posedge c)
        begin
        q <= d;
    end
endmodule
module fifoTx(  
    input clock_in,
    input txe_n,  
    output [7:0]data_out,
    output wr_n, 
    input [7:0]data_in,
    output clock_out,
    input data_to_send,
    output transfer_on
    );  
reg [2:0]state = txe_is_high;
reg [2:0]next_state = txe_is_high;
reg transfer_on = 1'b0;
reg wr_n = 1'b1;
reg clock_out_on = 1'b0;
localparam txe_is_high = 3'b001;
localparam txe_is_low = 3'b010;
localparam wr_low = 3'b011;
localparam tx_end = 3'b100;
assign clock_out = (clock_out_on & !wr_n) ? clock_in : 1'b0;
assign data_out = data_in;
always @ (negedge clock_in)
begin
    if(data_to_send == 1'b1) begin
        clock_out_on = 1'b1;
    end else begin
        clock_out_on = 1'b0;
    end
end
always @ (*)
begin
    case(state)
        txe_is_high: begin
            transfer_on = 1'b0;
            if(txe_n == 1'b0) begin
                next_state = txe_is_low;
            end
        end
        txe_is_low: begin
            if(txe_n == 1'b1) begin
                next_state = txe_is_high;
            end else if (data_to_send == 1'b1) begin
                wr_n = 1'b0;
                next_state = wr_low;
            end else begin
                wr_n = 1'b1;
            end
        end
        wr_low: begin
            if(txe_n == 1'b1) begin
                transfer_on = 1'b0;
                next_state = txe_is_high;
            end else if (data_to_send == 1'b0) begin
                wr_n = 1'b1;
                transfer_on = 1'b0;
                next_state = txe_is_low;
            end else begin
                transfer_on <= 1'b1;
                wr_n = 1'b0;
            end
        end
    endcase
end
always @ (negedge clock_in)
begin
    state <= next_state;
end
endmodule
==> tab_implementation.tex <==
% Synthesis and place-and-route results
\begin{tabular}{lr}
\hline
Metric & Value \\
\hline
\multicolumn{2}{l}{\textbf{Run status}} \\
Outcome & complete, but fails checks \\
Violated checks & negative setup slack \\
\multicolumn{2}{l}{\textbf{Synth}} \\
Simple logic cell fraction of the synthesized area & 11.0\% \\
Ys Warns & 9 \\
Post-Synthesis Mean Instance Area & 12.5 µm² \\
Yosys reg bits & 18 \\
Area fraction in mux cells & 0\% \\
Synthesized instance count & 39 \\
Top logic cell family in the synthesized netlist & buffers and inverters \\
Fa+ha+maj area frac & 0\% \\
Post-Syn Area & 488 µm² \\
Synthesized-area fraction occupied by xor and xnor cells & 1.79\% \\
Area fraction in compound gates after synthesis & 2.56\% \\
Number of standard cells reported by yosys & 39 \\
Post-synthesis cell type count & 14 \\
Area figure in the yosys stat output & 488 µm² \\
\multicolumn{2}{l}{\textbf{Timing}} \\
Slew at the pin closest to its max-slew limit & 0.170 ns \\
Hold Violations, Final & 0 \\
Max-slew violation total from the final report & 0 \\
Final total negative setup slack & -8.58 ns \\
Final setup margin & -0.991 ns \\
Max-Slew Margin vs Limit & 88.7\% \\
Skew final & 0.101 ns \\
RSZ-0062 raised after global routing & yes \\
Count of unclocked register or latch pins & 3 \\
Number of unconstrained endpoints & 6 \\
Count of final setup violators & 10 \\
\multicolumn{2}{l}{\textbf{Clock network}} \\
Clock insertion delay at the later pin of the skew report & 0.98 ns \\
Clock transition time at the flip-flop clock pins of the worst setup and hold paths & 0.05 ns \\
Hold buffer count at CTS & 0 \\
CTS tree & done \\
\multicolumn{2}{l}{\textbf{Route}} \\
Number of detailed-route iterations in the first pass & 2 \\
Sum of routed wire length over all layers & 987 µm \\
Antenna Cells & 0 \\
Via density & 2.99 \\
Total via count after detailed routing & 350 \\
Antenna-violating nets left & 0 \\
DR DRC count & 0 \\
Starting DRC count in detailed routing & 18 \\
DR WL/cell & 8.44 µm \\
\multicolumn{2}{l}{\textbf{Critical path}} \\
Worst Setup Start Kind & register \\
Worst-path maximum fanout & 2 \\
Crit path DRT & 0.80 ns \\
Arrival time at the worst endpoint & 1.79 ns \\
WP buf/inv & 1 \\
Dominant delay contributor by cell family on the critical path & flip-flops \\
Startpoint-to-endpoint class of the critical path & register to output pin \\
Master of the slowest instance on the critical path & sky130\_fd\_sc\_hd\_\_dfxtp\_2 \\
Critical path endpoint category & output pin \\
Delay of the slowest critical-path stage & 0.31 ns \\
Sequence of cells on the critical path & buf\_2 \\
\multicolumn{2}{l}{\textbf{Layout}} \\
Final instance count without filler cells & 117 \\
Register area & 357 µm² \\
Fraction of layout cells with a size suffix above 1 & 63.4\% \\
Area occupied by multi-input gates & 75.1 µm² \\
Area Growth Syn to Fin & 57.7\% \\
Number of inserted filler cells in the final layout & 374 \\
\multicolumn{2}{l}{\textbf{Die}} \\
Initial standard-cell utilization of the core & 14.3\% \\
I/O pin total & 12 \\
DIE HEIGHT & 80 µm \\
Floorplan Core Area & 0.00342 mm² \\
Chip Footprint & 0.00640 mm² \\
Site row count & 21 \\
Horizontal die dimension & 80 µm \\
\multicolumn{2}{l}{\textbf{Global routing}} \\
Global Route Usage Sum & 3.62\% \\
Sum of overflow across all layers after global routing & 0 \\
Number of antenna violations at the first check in global routing & 0 \\
Number of global-route vias before repair & 498 \\
Maximum number of pins on one net before global-route repair & 6 \\
Global-route wire length before repair & 1710 µm \\
\multicolumn{2}{l}{\textbf{Placed design}} \\
Setup Slack @ Placement & -0.481 ns \\
Last weighted congestion value of the routability-driven placer & 0.728 \\
Total placed cells including tap cells & 90 \\
Count of buffers from port buffering & 11 \\
Estimated wirelength of the detail-placed design & 564 µm \\
\multicolumn{2}{l}{\textbf{Power}} \\
Cell Pwr Density & 1720 mW/mm² \\
Worst IR Drop VDD & 0.000906 V \\
Leakage power & 0.388 nW \\
\multicolumn{2}{l}{\textbf{Min path}} \\
Worst min-delay path class & input port to register \\
\multicolumn{2}{l}{\textbf{Flow run}} \\
Total of max-cap violations & 0 \\
Number of logged tool warnings & 28 \\
\hline
\end{tabular}
==> sequential cells by signal, indices dropped and copies added (netlist names) <==
| signal | flops |
|---|---|
| fifoTx0.next_state | 2 |
| fifoTx0.state | 2 |
| fifoTx0.clock_out_on | 1 |
| fifoTx0.wr_n | 1 |
| gen0.F0.q | 1 |
| gen0.F1.q | 1 |
| gen0.F2.q | 1 |
| gen0.F3.q | 1 |
| serPar0.F0.q | 1 |
| serPar0.F1.q | 1 |
| serPar0.F2.q | 1 |
| serPar0.F3.q | 1 |
| serPar0.F4.q | 1 |
| serPar0.F5.q | 1 |
| serPar0.F6.q | 1 |
| serPar0.F7.q | 1 |
==> power breakdown <==
part           internal, mW  switching (mW)
Combinational        0.0178         0.00958
Sequential            0.263         0.00361
Clock                 0.738           0.289
==> final cells by class <==
class | instances | share of cell area [%]
Sequential cell | 18 | 46.3
Clock buffer | 23 | 22.0
Timing Repair Buffer | 14 | 12.0
Multi-Input combinational cell | 11 | 9.76
Tap cell | 46 | 7.48
Clock inverter | 4 | 1.95
Inverter | 1 | 0.488
==> logic make-up (layout without fill, tap and decap cells) <==
logic type | after synthesis | count (layout)
flip-flops | 15 | 15
buffers and inverters | 10 | 42
AND-OR/OR-AND | 1 | 1
latches | 3 | 3
XOR/XNOR | 1 | 1
AND/OR/NAND/NOR | 9 | 9
==> cells in the mapped netlist, drive strengths merged <==
library cell	n	share of area [%]
nand2b	1	1.3
inv	2	1.5
o211ai	1	2.6
and2b	1	1.8
dlxtn	3	9.2
xor2	1	1.8
nand4b	1	1.8
dfxtp	15	62
nand2	2	1.5
nor2	1	0.77
buf	8	12
nor2b	1	1.3
or2	1	1.3
or3	1	1.3
==> cell usage in the layout, fill, tap and decap left out <==
cell and count:
sky130_fd_sc_hd__clkbuf_1 1, sky130_fd_sc_hd__and2b_2 1, sky130_fd_sc_hd__clkbuf_4 22, sky130_fd_sc_hd__buf_4 3, sky130_fd_sc_hd__xor2_1 1, sky130_fd_sc_hd__nor2b_1 1
sky130_fd_sc_hd__nand2_1 2, sky130_fd_sc_hd__dfxtp_1 6, sky130_fd_sc_hd__inv_1 5, sky130_fd_sc_hd__clkdlybuf4s50_1 3, sky130_fd_sc_hd__dlxtn_1 3, sky130_fd_sc_hd__or3_1 1
sky130_fd_sc_hd__dfxtp_2 9, sky130_fd_sc_hd__nand4b_1 1, sky130_fd_sc_hd__o211ai_2 1, sky130_fd_sc_hd__or2_2 1, sky130_fd_sc_hd__nand2b_1 1, sky130_fd_sc_hd__buf_2 8
sky130_fd_sc_hd__nor2_1 1
==> routing by layer <==
layer / routed length, µm / global-route usage, % / vias to the layer above
li1: - / - / 176
met1: 429 / 2.78 / 146
met2: 365 / 3.13 / 22
met3: 168 / 5.45 / 6
met4: 23 / 4.75 / 0
met5: 0 / 0 / -
==> path summary, 6_finish.rpt <==
| path | cells past startpoint | from | slack [ns] | to |
|---|---|---|---|---|
| worst max-delay path | 1 | serPar0.F0.q | -0.99 | data_out[0] |
| worst min-delay path | 1 | enable | 0.08 | fifoTx0.clock_out_on |
| worst max register to register | 0 | gen0.F3.q | -0.01 | serPar0.F0.q |
| worst min register to register | 0 | gen0.F1.q | 0.33 | gen0.F2.q |
| max in group gated | 0 | fifoTx0.clock_out_on | -0.70 | clock gate |
| min in group gated | 0 | fifoTx0.clock_out_on | 1.18 | clock gate |
==> metrics by stage <==
stage	hold slack (ns)	area, µm²	total power, mW	utilization [%]
6_report	0.0833	769	1.32	22.5
5_1_grt	0.0383	769	1.46	22.5
4_1_cts	0.0571	769	1.37	22.5
3_5_place_dp	0.273	611	0.363	17.9
3_3_place_gp	0.272	611	0.361	17.9
2_1_floorplan	0.272	488	0.344	-
==> timing repair <==
item                                    4_1_cts  5_1_grt
endpoints found under the setup margin       10       10
gates resized                                33        0
buffers inserted                              1        0
gates cloned                                  0        0
No activity file was given, so power comes from the tool's default toggle rates.
